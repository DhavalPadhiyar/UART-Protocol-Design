**/design/flow/run.sh**
```bash
#!/bin/bash
# OpenROAD 26Q1-2900-gdf79404cd8, Yosys 0.63+post, stock flow scripts
make -C /OpenROAD-flow-scripts/flow DESIGN_CONFIG=/design/flow/config.mk WORK_HOME=/design/flow/orfs finish
```
**/design/flow/config.mk**
```make
export PLATFORM = sky130hd
export DESIGN_NAME = uart_top
export DESIGN_NICKNAME = uart_top
export VERILOG_FILES = /design/flow/design.v
export SDC_FILE = /design/flow/constraint.sdc
export NUM_CORES = 4
export LEC_CHECK = 1
export CORE_UTILIZATION = 30
```
**/design/flow/constraint.sdc**
```tcl
current_design uart_top

set clk_period 2.3
set clk_io_pct 0.2

create_clock -name clk0 -period $clk_period [get_ports {clk}]

set non_clock_inputs [all_inputs -no_clocks]
set_input_delay [expr $clk_period * $clk_io_pct] -clock clk0 $non_clock_inputs
set_output_delay [expr $clk_period * $clk_io_pct] -clock clk0 [all_outputs]
```
**/design/flow/design.v**
```verilog
module baud_gen #(
    parameter CLK_FREQ  = 100_000_000,  
    parameter BAUD_RATE = 9600  
)(
    input  wire clk,
    input  wire rst,
    output reg  baud_tick  
);
    localparam integer CLK_PER_BIT = CLK_FREQ / BAUD_RATE;  
    reg [15:0] count;  
    always @(posedge clk or posedge rst) begin
        if (rst) begin  
            count     <= 0;
            baud_tick <= 0;
        end else begin  
            if (count == CLK_PER_BIT - 1) begin
                count     <= 0;
                baud_tick <= 1;
            end else begin  
                count     <= count + 1;
                baud_tick <= 0;
            end
        end
    end
endmodule
module uart_top (
    input  wire clk,        
    input  wire rst,       
    input  wire start,       
    input  wire [7:0] data_in,
    output wire tx,          
    output wire tx_busy,
    input  wire rx,          
    output wire [7:0] rx_data,
    output wire rx_done
);
    wire baud_tick;
    baud_gen #(
        .CLK_FREQ(100_000_000),  
        .BAUD_RATE(9600)
    ) baud_inst (
        .clk(clk),
        .rst(rst),
        .baud_tick(baud_tick)
    );
    uart_tx tx_inst (
        .clk(clk),
        .rst(rst),
        .baud_tick(baud_tick),
        .start(start),
        .data_in(data_in),
        .tx(tx),
        .busy(tx_busy)
    );
    uart_rx rx_inst (
        .clk(clk),
        .rst(rst),
        .baud_tick(baud_tick),
        .rx(rx),
        .rx_data(rx_data),
        .rx_done(rx_done)
    );
endmodule
module uart_rx (
    input  wire clk,
    input  wire rst,
    input  wire baud_tick,   
    input  wire rx,
    output reg  [7:0] rx_data,
    output reg  rx_done
);
    reg [3:0] bit_index;
    reg [7:0] rx_shift;
    reg       receiving;
    reg rx_ff1, rx_ff2; 
    always @(posedge clk) begin
        rx_ff1 <= rx;
        rx_ff2 <= rx_ff1;
    end
    wire rx_sync = rx_ff2;
    reg half_bit_wait;
    always @(posedge clk or posedge rst) begin
        if (rst) begin
            bit_index     <= 0;
            rx_shift      <= 0;
            receiving     <= 0;
            rx_done       <= 0;
            half_bit_wait <= 0;
            rx_data       <= 0;
        end else begin
            rx_done <= 0;
            if (!receiving && rx_sync == 0) begin
                receiving     <= 1;
                bit_index     <= 0;
                half_bit_wait <= 1;  
            end
            else if (receiving && baud_tick) begin
                if (half_bit_wait) begin
                    half_bit_wait <= 0;   
                end
                else if (bit_index < 8) begin
                    rx_shift[bit_index] <= rx_sync;
                    bit_index <= bit_index + 1;
                end
                else begin
                    receiving <= 0;
                    rx_data   <= rx_shift;
                    rx_done   <= 1;
                end
            end
        end
    end
endmodule
module uart_tx (
    input  wire clk,
    input  wire rst,
    input  wire baud_tick,
    input  wire start,
    input  wire [7:0] data_in,
    output reg  tx,
    output reg  busy  
);
    reg [3:0] bit_index;  
    reg [9:0] tx_shift;  
    always @(posedge clk or posedge rst) begin
        if (rst) begin       
            tx        <= 1'b1;
            busy      <= 1'b0;
            bit_index <= 0;
            tx_shift  <= 10'b1111111111;
        end else begin
            if (start && !busy) begin
                tx_shift  <= {1'b1, data_in, 1'b0};
                busy      <= 1'b1;
                bit_index <= 0;
            end
            else if (busy && baud_tick) begin
                tx <= tx_shift[bit_index];
                if (bit_index == 9) begin
                    busy      <= 0;
                    bit_index <= 0;
                    tx        <= 1'b1;
                end else begin
                    bit_index <= bit_index + 1;
                end
            end
        end
    end
endmodule
```
==> flow_summary_export.csv <==
group,metric,value,unit
placed_design,dpl-instance-area,2975,um^2
die,fp-utilization,31.31,%
clocking,cts_tree,"built",
clocking,clk_latency,0.33,ns
timing,setup_ws,0.4126,ns
final_layout,nFillCells,801,
detailed_routing,route.detailed.drc,0,
detailed_routing,drt_iter0_drc,116,
detailed_routing,num_vias,1787,
die,ios,23,
synthesis,syn_avg_cell_area,10.92,um^2
global_route,antenna_found_initial,0,
final_layout,seq_area,1429,um^2
job,warnings,29,
timing,maxSlewViolCount,0,
synthesis,syn_inst,238,
synthesis,ys_seq_share,54.98,%
timing,hold_violations,0,
detailed_routing,via_per_inst,4.703,
synthesis,flop_cell,"dfrtp_1",
synthesis,ys_cells,238,
worst_setup_path,cpMaxStageDelayCell,"dfrtp_1",
synthesis,syn_area,2599,um^2
timing,rsz0062_at_grt,"false",
die,chipWidth,95.07,um
detailed_routing,drt-total-wl,4588,um
clocking,ctsHoldBuffers,0,
global_route,first_global_vias,1778,
timing,fmax,529.8,MHz
timing,period_minus_slack,1.887,ns
die,rows,33,
worst_setup_path,cp-start-kind,"register",
detailed_routing,drt-pass1-iter-count,4,
worst_setup_path,slowest_delay,0.46,ns
clocking,post_cts_buffers,0,
clocking,clkSinkCount,57,
timing,tns,0,ns
synthesis,synth_flops,57,
die,core_area,8299,um^2
final_layout,layoutNonFillerInstCount,380,
clocking,clock-root-buffer,"clkbuf_8",
worst_setup_path,arrival,2.11,ns
clocking,numCtsBuffers,9,
clocking,h-tree-depth,3,
power_and_ir_drop,power.density,662.4,nW/um^2
final_layout,area_growth,22.48,%
synthesis,synth_warnings,3,
synthesis,async_reset_ff_share,96.49,%
job,maxCapViolations,0,
timing,skew,0.004985,ns
placed_design,hpwl,3060,um
placed_design,gp_routability_congestion,0.8747,
timing,setup_viol,0,
global_route,grt_pass1_wl,7962,um
final_layout,utilization,38.35,%
final_layout,final_layout_size_suffix_gt1_share,18.55,%
power_and_ir_drop,peakVddDrop,283.9,uV
timing,finalCritPeriodShare,82.06,%
worst_setup_path,worstPathRequired,2.52,ns
clocking,clk_path_buf_depth,2,
worst_setup_path,crit_fanout,9,
status,status,"finished, final reports clean",
global_route,grt_max_degree,56,
power_and_ir_drop,power_leakage,1.428,nW
die,dieHeight,95.07,um
placed_design,dp.cells,364,
detailed_routing,diodes,0,
worst_setup_path,path_cells,"inv_1 > ha_1 > nor3b_1 > nor2_1 > nand4_1 > mux2_2",
clocking,path_clk_slew,0.06,ns
final_layout,logic_area,1115,um^2
power_and_ir_drop,finalPower,2.108,mW
placed_design,place_ws,0.4408,ns
worst_hold_path,holdPathStages,0,
global_route,track_usage,11.39,%
clocking,cts_resized,0,
worst_setup_path,critPathKind,"register to register",
timing,timing.hold.ws,0.3285,ns
synthesis,yosysUniqueCellTypes,46,
timing,tightest_slew,0.5657,ns
detailed_routing,ant_nets,0,
synthesis,ys_area,2599,um^2
worst_hold_path,hold_path_class,"register to register",
placed_design,io_buffers,22,
worst_setup_path,endpoint_kind,"register",
final_layout,design_area,3183,um^2
global_route,grt_overflow_total,0,
timing,relSlewSlack,62.00,%
worst_setup_path,rr_worst_depth,6,
die,dieArea,9038,um^2
synthesis,edf_count,0,
detailed_routing,wl_per_cell,12.07,um
## sequential cells by signal, summed over array words and instances, names as in the netlist
| signal | flops |
|---|---|
| tx_inst.busy | 1 |
| rx_inst.bit_index | 4 |
| baud_inst.count | 16 |
| rx_inst.rx_shift | 8 |
| rx_inst.half_bit_wait | 1 |
| rx_inst.rx_data | 8 |
| tx_inst.tx_shift | 9 |
| tx_inst.bit_index | 4 |
| baud_inst.baud_tick | 1 |
| rx_inst.rx_ff1 | 1 |
| tx_inst.tx | 1 |
| rx_inst.receiving | 1 |
| rx_inst.rx_done | 1 |
| rx_inst.rx_ff2 | 1 |
## power breakdown
group | leakage (nW) | internal, mW | total, mW | switching [mW]
registers | 0.720 | 1.04 | 1.07 | 0.0236
logic | 0.601 | 0.0447 | 0.0848 | 0.0401
clock network | 0.107 | 0.588 | 0.959 | 0.371
total | 1.43 | 1.67 | 2.11 | 0.434
## Yosys cell counts, types with 3 or more instances
master,number,area [um^2]
nand2_1,38,142.6
o2bb2ai_1,4,35.03
dfstp_2,10,262.8
mux2i_1,3,30.03
mux2_2,11,123.9
nand3_1,18,90.09
dfrtp_1,45,1126
nor2_1,15,56.30
o21ai_0,10,50.05
xor2_1,9,78.83
inv_1,8,30.03
nand4_1,4,25.02
xnor2_1,5,43.79
nand2b_1,4,25.02
a21oi_1,5,25.02
ha_1,7,87.58
clkbuf_1,4,15.01
## final cells by class
cell class | instances | area share, %
inverter | 8 | 0.9434
sequential | 57 | 44.89
timing repair buffer | 27 | 8.491
multi-input combinational | 167 | 35.02
clock buffer | 14 | 5.425
clock inverter | 2 | 1.101
tap | 105 | 4.127
## layer usage
metal  wire [um]  vias up  track usage (%)
met5           0        -                0
met1        2276      854            16.34
li1            -      900                -
met2        2055       27            17.68
met4          74        0            1.389
met3         182        6            3.812
## worst paths after layout
| kind | slack, ns | endpoint | start |
|---|---|---|---|
| worst max-delay path | 0.41 | rx_inst.rx_shift[4] | rx_inst.bit_index[0] |
| worst min-delay path | 0.33 | rx_inst.rx_ff2 | rx_inst.rx_ff1 |
| worst max register to register | 0.41 | rx_inst.rx_shift[4] | rx_inst.bit_index[0] |
| worst min register to register | 0.33 | rx_inst.rx_ff2 | rx_inst.rx_ff1 |
| max in group asynchronous | 1.52 | tx_inst.tx_shift[4] | rst |
| min in group asynchronous | 0.49 | baud_inst.count[0] | rst |
## critical path: cells and delay by family, from the launching register on
family	cells	cell delay, ns
flip-flops	1	0.46
AND/OR/NAND/NOR	3	0.59
multiplexers	1	0.33
adder cells (fa/ha/maj)	1	0.23
buffers and inverters	1	0.16
## cells by family (layout without fill, tap and decap cells)
family | after synthesis | in the layout | synth area share (%)
and+or+nand+nor | 103 | 103 | 20.94
DFF | 57 | 57 | 54.98
AOI/OAI and AO/OA | 28 | 28 | 7.078
muxes | 15 | 15 | 6.789
xor gates and xnor gates | 14 | 14 | 4.718
buffers and inverters | 14 | 51 | 2.118
adders and majority gates | 7 | 7 | 3.370
## cell usage in the layout, fill, tap and decap left out, types with 2 or more instances in the layout
master           netlist  layout
clkbuf_8               0      12
nor3_1                 2       2
nand4_1                4       4
nor2_1                15      15
a32o_1                 2       2
nor3b_1                2       2
nand2_1               38      38
nor4_1                 2       2
nand4b_1               2       2
dfrtp_1               45      45
ha_1                   7       7
dfxtp_1                2       2
a21oi_1                5       5
nand2b_1               4       4
clkbuf_1               4       2
mux2i_1                3       3
dfstp_2               10      10
o21ai_0               10      10
or2_2                  2       2
xor2_1                 9       9
clkdlybuf4s50_1        0      22
nor2b_1                2       2
nand3_1               18      18
mux2_2                11      11
xnor2_1                5       5
o2bb2ai_1              4       4
buf_4                  0       4
inv_1                  8       7
Power is estimated from default activity; no workload was simulated.
